**/design/flow/run.sh**
```bash
#!/bin/bash
# OpenROAD 26Q1-2900-gdf79404cd8, Yosys 0.63+post, stock flow scripts
make -C /OpenROAD-flow-scripts/flow DESIGN_CONFIG=/design/flow/config.mk WORK_HOME=/design/flow/orfs finish
```
**/design/flow/config.mk**
```make
export PLATFORM = sky130hd
export DESIGN_NAME = S011HD1P_X32Y2D128_BW
export DESIGN_NICKNAME = S011HD1P_X32Y2D128_BW
export VERILOG_FILES = /design/flow/design.v
export SDC_FILE = /design/flow/constraint.sdc
export NUM_CORES = 4
export LEC_CHECK = 1
export CORE_UTILIZATION = 40
export SYNTH_MEMORY_MAX_BITS = 65536
```
**/design/flow/constraint.sdc**
```tcl
current_design S011HD1P_X32Y2D128_BW

set clk_period 175.3
set clk_io_pct 0.2

create_clock -name clk0 -period $clk_period [get_ports {CLK}]

set non_clock_inputs [all_inputs -no_clocks]
set_input_delay [expr $clk_period * $clk_io_pct] -clock clk0 $non_clock_inputs
set_output_delay [expr $clk_period * $clk_io_pct] -clock clk0 [all_outputs]
```
**/design/flow/design.v**
```verilog
module S011HD1P_X32Y2D128_BW(
    Q, CLK, CEN, WEN, BWEN, A, D
);
parameter Bits = 128;
parameter Word_Depth = 64;
parameter Add_Width = 6;
parameter Wen_Width = 128;
output reg [Bits-1:0] Q;
input                 CLK;
input                 CEN;
input                 WEN;
input [Wen_Width-1:0] BWEN;
input [Add_Width-1:0] A;
input [Bits-1:0]      D;
wire cen  = ~CEN;
wire wen  = ~WEN;
wire [Wen_Width-1:0] bwen = ~BWEN;
reg [Bits-1:0] ram [0:Word_Depth-1];
always @(posedge CLK) begin
    if(cen && wen) begin
        ram[A] <= (D & bwen) | (ram[A] & ~bwen);
    end
    Q <= cen && !wen ? ram[A] : {4{$random}};
end
endmodule
```
==> Slide: Implementation Results <==
Physical Implementation Snapshot

Clocking
  – CTS max path bufs: 4
  – Cts hold-fix bufs: 0
  – Clk sinks: between 8000 and 9000
  – Clk latency late pin: roughly 1.2 ns
  – Post_cts resized: 0
  – Root Driver: clkbuf_16
  – TritonCTS clock tree: yes
  – TritonCTS Buffers: between 800 and 900
  – Post-CTS setup buffer count: 0
  – H-tree Lvls: 6
  – Clk slew on worst S/H paths: 0.06 ns

Detailed routing
  – Final wirelength: 1059000 um
  – Wire length on met3: just over 200000 um
  – DR vias: between 150k and 200k
  – DR pass1 iterations: 6
  – Final routed DRC violation total: 0
  – Iter 0 DRT Violations: 14730
  – Routed Antenna Nets: 0
  – DR WL met2: 469200 um
  – Avg WL per Cell: around 34 um
  – Met1 Routed Length: around 320000 um
  – Number of vias per cell: ~6.1
  – Highest metal used: met5

STA
  – Setup Total Neg Slack: 0 ns
  – FMAX: between 20 and 25 MHz
  – Count of final setup violators: 0
  – Slew of the pin with the lowest slew margin: about 1.2 ns
  – Fin. Hold Viols: 0
  – Setup ws final: approximately 130 ns
  – Period utilisation layout: 0.2407
  – Setup repair after global routing missed its margin: no
  – Max-slew headroom: 0.1912
  – Pins Over Slew Limit: 0
  – Hold Slack: roughly 0.75 ns
  – Clock skew: between 0.09 and 0.1 ns
  – Post-route minimum period: between 40 and 50 ns

Critical path
  – Critical Path RT: 176.16 ns
  – CP startpoint kind: primary input
  – WS Path Type: primary input to flop
  – Critical Path Fanout Max: 111
  – Crit end category: flop
  – WP data arrival: 43.05 ns

Global routing
  – Grt total ovfl: 0
  – All-layer global routing usage: 0.2810
  – Vias in the first global route: between 150k and 200k
  – First-pass GRT wire length: 1477000 um
  – Number of antenna violations at the first check in global routing: 35
  – Largest net degree at the start of global routing: around 120

Synth
  – Asr flop ratio synth: 0
  – Dominant flop cell: edfxtp_1
  – Yosys chip area: about 320000 um2
  – Synthesis Warnings: 3
  – Cell Type Count: about 70
  – Mean post-synth cell area: 17.01 um2
  – Register share after synthesis: 0.7701
  – # Cells Yosys: between 15000 and 20000
  – EDFF count, synth: 8192
  – Post-synthesis instance total: ~19000
  – Post-Synthesis Cell Area: around 320000 um2
  – Top-area cell share: 0.7621
  – Top cells by count: 8192 x edfxtp_1, 1232 x a22oi_1, 971 x clkbuf_1
  – Count leader, synth: edfxtp_1
  – Registers, synthesis: 8320
  – Leading post-synthesis cells by cell area: edfxtp_1 76%, a22oi_1 2.9%, mux2i_1 2.6%
  – Cell taking the most area after synthesis: edfxtp_1

Cells and area
  – # fillers: ~67000
  – Share of cells above drive strength 1: 0.1682
  – Non-Filler Instances: roughly 31000
  – Syn-to-layout area delta: 14.83%
  – Util after Layout: 0.4613
  – Register Area: about 250000 um2
  – Comb gate area: 70420 um2

Run
  – OpenROAD warning count: 37
  – Max-cap violations: 0

Floorplan
  – Die H: ~900 um
  – Ports: just under 400
  – FP Util: 0.4017
  – Die Wd: 900.3 um
  – Site Rows: 329
  – Die area: between 800000 and 900000 um2
  – Core area: ~800000 um2

Power
  – Combinational power share: 0.063
  – Worst VDD drop: 12.31 uV
  – Seq pwr share: 0.529
  – Switch share: 0.2279
  – Power density over the cells: 11.42 nW/um2
  – LEAKAGE: about 120 nW
  – NetSw: between 0.0009 and 0.001 W
  – Clock power frac: 0.408
  – Int Pwr: about 0.0033 W

Place
  – Placer congestion estimate: slightly below 0.9
  – DP Cell Count: 29650
  – Post-place setup slack: 132.12 ns
  – Number of port buffers: around 390
  – Post-DP HPWL: approximately 600000 um

Status
  – Status: finished, final reports clean

Hold path
  – Hold Path Class: flop to flop
## metal layers
layer	up-vias	GRT usage
met4	100	0.1240
met5	-	0.03800
li1	79280	-
met1	93080	0.3087
met2	14280	0.3936
met3	2884	0.2325
## state kept, by name (all words and copies together) (netlist names)
name	count
ram	8192
Q	128
## placed cells by master, fill, tap and decap left out, drive strengths merged, types with 62 or more instances in the layout
master / n
nor3: 81
a211oi: 115
a22o: 302
buf: 1018
dfxtp: 128
and3: 223
nand2: 411
clkbuf: 1058
mux2i: 854
o2bb2ai: 117
a21oi: 787
nor4: 134
o211ai: 168
nand2b: 221
a2111oi: 185
nand4: 65
a221oi: 234
clkinv: 362
a221o: 115
o2111ai: 62
mux2: 407
edfxtp: 8192
a22oi: 1232
or3b: 390
o21ai: 347
nand3b: 423
nor2: 443
nand3: 455
mux4: 121
nor3b: 222
o22ai: 668
clkdlybuf4s50: 386
## per-stage QoR
step                area [um2]  power (W)
floorplan               322800   0.002424
global placement        344400   0.002543
detailed placement      344400   0.002547
CTS                     370500   0.004249
global route            370500   0.004341
finish                  370600   0.004232
## kinds of logic after synthesis
family,synth area share
multiplexers,0.04914
AND/OR/NAND/NOR,0.06289
buffers and inverters,0.01917
AND-OR/OR-AND,0.09874
flip-flops,0.7701
## power groups by stage
stage | combinational (W) | clock, W | sequential, W
5_1_grt | 0.000286 | 0.00182 | 0.00224
6_report | 0.000268 | 0.00172 | 0.00224
4_1_cts | 0.000267 | 0.00174 | 0.00224
## area by class of cell
cell class / instances / share of cell area
diodes: 49 / 0.0003308
clock buffers: 1058 / 0.05942
clock inverters: 463 / 0.01114
inverters: 7 / 0.0001249
multi-input cells: 9158 / 0.1900
flip-flops and latches: 8320 / 0.6706
well taps: 10760 / 0.03631
repair buffers: 1404 / 0.03203
## worst paths after layout
| check | slack (ns) | endpoint | from | cells after the start |
|---|---|---|---|---|
| setup / recovery | 133.10 | ram[19][35] | A[2] | 16 |
| hold / removal | 0.75 | Q[51] | ram[26][51] | 4 |
| setup reg to reg | 171.35 | ram[12][59] | ram[10][59] | 7 |
| hold reg to reg | 0.75 | Q[51] | ram[26][51] | 4 |
## critical path: stages
cell,delay (ns)
buf_16,0.34
buf_4,0.51
buf_12,0.44
buf_4,0.70
buf_4,0.73
buf_4,0.77
buf_4,0.65
buf_4,0.72
buf_4,0.56
nand3b_1,0.20
a21oi_1,0.08
a2111oi_0,0.61
nand4_1,0.30
nor4b_2,0.50
a21oi_4,0.15
buf_4,0.30
No activity file was given, so power comes from the tool's default toggle rates.
