--- design.v ---
module vga_ctrl_v2(
    input           pclk,      
    input           reset,     
    input  [23:0]   vga_data,  
    output [9:0]    h_addr,    
    output [9:0]    v_addr,
    output          hsync,     
    output          vsync,
    output          valid,     
    output [7:0]    vga_r,     
    output [7:0]    vga_g,
    output [7:0]    vga_b,
    output reg [6:0]    x_addr,     
    output reg [4:0]    y_addr,     
    output reg [3:0]    x_addr_cnt, 
    output reg [3:0]    y_addr_cnt  
    );
    parameter    h_frontporch = 96;
    parameter    h_active = 144;
    parameter    h_backporch = 784;
    parameter    h_total = 800;
    parameter    v_frontporch = 2;
    parameter    v_active = 35;
    parameter    v_backporch = 515;
    parameter    v_total = 525;
    reg [9:0]    x_cnt;
    reg [9:0]    y_cnt;
    wire         h_valid;
    wire         v_valid;
    always @(posedge reset or posedge pclk)  
      if (reset == 1'b1)
        x_cnt <= 1;
      else
      begin
        if (x_cnt == h_total)
            x_cnt <= 1;
        else
            x_cnt <= x_cnt + 10'd1;
      end
    always @(posedge pclk)   
      if (reset == 1'b1)
        y_cnt <= 1;
      else
      begin
        if (y_cnt == v_total & x_cnt == h_total)
            y_cnt <= 1;
        else if (x_cnt == h_total)
            y_cnt <= y_cnt + 10'd1;
      end
    always @(posedge reset or posedge pclk)  
        if (reset == 1'b1)begin
            x_addr_cnt <= 0;
            x_addr <= 0;
        end
        else begin
            if((x_cnt >= h_active) & (x_cnt < h_backporch)) begin
                if (x_addr_cnt == 8) begin
                    x_addr_cnt <= 0;
                    x_addr <= x_addr + 7'd1;
                end
                else
                    x_addr_cnt <= x_addr_cnt + 4'd1;
            end
            else if(x_cnt == h_backporch) begin
                x_addr <= 0;
                x_addr_cnt <= 0;
            end
        end
    always @(posedge reset or posedge pclk)  
        if (reset == 1'b1)begin
            y_addr_cnt <= 0;
            y_addr <= 0;
        end
        else begin
            if((y_cnt >= v_active) & (y_cnt < v_backporch)) begin
                if (x_cnt == h_total) begin
                    if (y_addr_cnt == 15) begin
                        y_addr_cnt <= 0;
                        y_addr <= y_addr + 5'd1;
                    end
                    else
                        y_addr_cnt <= y_addr_cnt + 4'd1;
                end
            end
            else if(y_cnt == v_backporch) begin
                y_addr <= 0;
                y_addr_cnt <= 0;
            end
        end
  assign hsync = (x_cnt > h_frontporch);
  assign vsync = (y_cnt > v_frontporch);
  assign h_valid = (x_cnt > h_active) & (x_cnt <= h_backporch);
  assign v_valid = (y_cnt > v_active) & (y_cnt <= v_backporch);
  assign valid = h_valid & v_valid;
  assign h_addr = h_valid ? (x_cnt - 10'd145) : {10{1'b0}};
  assign v_addr = v_valid ? (y_cnt - 10'd36) : {10{1'b0}};
  assign vga_r = vga_data[23:16];
  assign vga_g = vga_data[15:8];
  assign vga_b = vga_data[7:0];
endmodule
--- run.sh ---
#!/bin/bash
# OpenROAD 26Q1-2900-gdf79404cd8, Yosys 0.63+post, stock flow scripts
make -C /OpenROAD-flow-scripts/flow DESIGN_CONFIG=/design/flow/config.mk WORK_HOME=/design/flow/orfs finish
--- config.mk ---
export PLATFORM = sky130hd
export DESIGN_NAME = vga_ctrl_v2
export DESIGN_NICKNAME = vga_ctrl_v2
export VERILOG_FILES = /design/flow/design.v
export SDC_FILE = /design/flow/constraint.sdc
export NUM_CORES = 4
export LEC_CHECK = 1
export CORE_UTILIZATION = 50
--- constraint.sdc ---
current_design vga_ctrl_v2

set clk_period 4.8
set clk_io_pct 0.2

create_clock -name clk0 -period $clk_period [get_ports {pclk}]

set non_clock_inputs [all_inputs -no_clocks]
set_input_delay [expr $clk_period * $clk_io_pct] -clock clk0 $non_clock_inputs
set_output_delay [expr $clk_period * $clk_io_pct] -clock clk0 [all_outputs]
==> flow_metrics.py <==
# Flow results
metrics = {
    "power": {
        "ir_worst_vdd_v": 0.000117,
        "p_int_uw": 439,
        "netSwitchingPower_uw": 129,
        "p_leak_nw": 1.32,
        "power_density_nw_per_um2": 171,
        "switching_share_pct": 22.7,
        "power_frac_clock_pct": 39.3,
        "power_frac_comb_pct": 1.6,
        "seqPwrFrac_pct": 59.1,
    },
    "floorplan": {
        "ios": 93,
        "fp.dieH_um": 79.0,
        "die_w_um": 79.0,
        "core_util_floorplan_pct": 52.9,
        "row_count": 27,
        "chipArea_um2": 6240,
        "core_area_um2": 5610,
    },
    "route": {
        "first_iter_violations": 126,
        "drt-vias-per-instance": 5.60,
        "ant_nets": 0,
        "wirelength_um": 6160,
        "wl_per_cell_um": 14.5,
        "vias": 2386,
        "dr.pass1.iters": 4,
        "n_antenna_cell": 0,
        "drcViolationCount": 0,
    },
    "clock_tree": {
        "hold_buffers": 0,
        "htreeDepth": 2,
        "insertion_delay_ns": 0.30,
        "cts_made_buffers": 5,
        "cts.path.max_buffers": 2,
        "ctsResizeCount": 0,
        "cts_tree": "yes",
        "cts_root_buffer": "clkbuf_8",
        "path_clk_slew_ns": 0.07,
        "cts_setup_buffers": 0,
        "cts.sink_count": 40,
    },
    "yosys": {
        "async_flop_share_pct": 75.0,
        "ys_cells": 343,
        "edf_count": 0,
        "synth_area_um2": 2970,
        "synthCells": 343,
        "yosys_warnings": 1,
        "ys_chip_area_um2": 2970,
        "ys.flops": 40,
        "syn_area_per_cell_um2": 8.65,
        "synth.distinct_cells": 65,
        "synth-main-ff-cell": "dfrtp_1",
        "synth_seq_share_pct": 32.1,
    },
    "run_status": {
        "outcome": "completed",
    },
    "worst_setup_path": {
        "arrival_ns": 2.70,
        "required_ns": 3.84,
        "start_kind": "register",
        "path_class": "reg -> out",
        "cp-end-kind": "output pin",
        "crit_fanout": 11,
        "ff2ff_path_depth": 4,
    },
    "final_layout": {
        "instances_no_fill": 426,
        "area_growth_syn_to_layout_pct": 12.0,
        "final_util_pct": 59.3,
        "nFillCells": 499,
        "layout-drive-gt1-share_pct": 8.47,
    },
    "timing": {
        "clock.fmax_mhz": 274,
        "slew_headroom_pct": 51.2,
        "tightest_slew_ns": 0.732,
        "skew_ns": 0.00942,
        "fin_crit_ns": 3.66,
        "setup_tns_ns": 0,
        "setup_ws_ns": 1.14,
        "hold_violations": 0,
        "drv_slew": 0,
        "setup_violations": 0,
        "rsz0062_at_grt": "false",
        "fin_crit_sh_pct": 76.2,
    },
    "hold_path": {
        "hold_depth": 1,
        "hold_path_class": "reg -> reg",
    },
    "global_route": {
        "grt-ovfl-total": 0,
        "grt_antenna_before_repair": 0,
        "grt_pass1_vias": 2157,
        "grt_pass1_wl_um": 10300,
        "gr-usage-all-layers_pct": 21.1,
        "grt_max_degree": 32,
    },
    "place": {
        "gp_congestion": 0.895,
        "place_inst": 418,
        "place_hpwl_um": 4210,
        "io_buffers": 44,
        "place_ws_ns": 1.49,
    },
    "run": {
        "maxCapViolations": 0,
        "warning_count": 32,
    },
}
==> cells in the mapped netlist, types with 3 or more instances <==
cell | n | area (um^2)
a21oi_1 | 10 | 50.1
nor2_1 | 23 | 86.3
dfxtp_1 | 10 | 200
buf_4 | 25 | 188
nor3_1 | 16 | 80.1
o31ai_1 | 7 | 52.6
a211oi_1 | 5 | 37.5
ha_1 | 13 | 163
or4_1 | 3 | 22.5
o21ai_0 | 9 | 45.0
buf_2 | 9 | 45.0
xnor2_1 | 19 | 166
nand4_1 | 7 | 43.8
clkbuf_1 | 8 | 30.0
mux2i_1 | 11 | 110
inv_1 | 18 | 67.6
dfrtp_1 | 29 | 726
nand2_1 | 29 | 109
nand2b_1 | 14 | 87.6
o211ai_1 | 3 | 22.5
nand3_1 | 15 | 75.1
nor4_1 | 7 | 43.8
==> stage by stage <==
step | hold WS, ns | total power [mW] | area (um^2)
final | 0.502 | 0.568 | 3320
after global routing | 0.539 | 0.593 | 3320
after CTS | 0.507 | 0.578 | 3320
after detailed placement | 0.488 | 0.352 | 3240
after global placement | 0.487 | 0.352 | 3240
after floorplan | 0.464 | 0.360 | 2970
==> power groups by stage <==
stage     Sequential, mW  Clock, mW  Combinational (mW)
4_1_cts            0.335      0.233             0.00953
5_1_grt            0.335      0.247              0.0104
6_report           0.335      0.223             0.00899
==> registers in the layout, indices dropped and copies added, names as in the netlist <==
signal and cells:
y_addr 5, x_addr 7, y_addr_cnt 4, x_cnt 10, y_cnt 10, x_addr_cnt 4
==> placed cells by master (no fill, tap or decap), types with 3 or more instances in the layout <==
| master | n |
|---|---|
| clkdlybuf4s50_1 | 44 |
| nand2_1 | 29 |
| dfrtp_1 | 29 |
| nor2_1 | 23 |
| xnor2_1 | 19 |
| inv_1 | 18 |
| nor3_1 | 16 |
| nand3_1 | 15 |
| nand2b_1 | 14 |
| ha_1 | 13 |
| mux2i_1 | 11 |
| a21oi_1 | 10 |
| dfxtp_1 | 10 |
| o21ai_0 | 9 |
| nor4_1 | 7 |
| o31ai_1 | 7 |
| nand4_1 | 7 |
| a211oi_1 | 5 |
| clkbuf_8 | 5 |
| o211ai_1 | 3 |
| or4_1 | 3 |
==> layout make-up <==
| cell class | instances | area [um^2] | share of cell area (%) |
|---|---|---|---|
| clock buffers | 6 | 72.6 | 2.18 |
| clock inverters | 2 | 12.5 | 0.377 |
| inverters | 18 | 67.6 | 2.03 |
| multi-input cells | 242 | 1670 | 50.3 |
| flip-flops and latches | 40 | 952 | 28.7 |
| well taps | 72 | 90.1 | 2.71 |
| repair buffers | 46 | 455 | 13.7 |
==> final timing paths <==
path	from	to	slack (ns)
worst max-delay path	x_cnt[0]	h_addr[8]	1.14
worst min register to register	x_cnt[0]	x_cnt[0]	0.50
min in group asynchronous	reset	y_addr[0]	1.12
worst min-delay path	x_cnt[0]	x_cnt[0]	0.50
worst max register to register	x_cnt[4]	y_addr_cnt[3]	2.58
max in group asynchronous	reset	x_cnt[0]	3.34
==> layer usage <==
metal	part of all wire (%)	routed length (um)	global-route usage [%]
met5	0	0	0
met3	5.8	360	3.73
met2	44	2720	32.5
met4	0.88	54	3.82
met1	49	3020	32.2
==> critical path: stages, from the launching register on <==
cell and delay (ns):
dfstp_2 0.60, inv_1 0.08, ha_1 0.20, nor3b_4 0.17, o21ai_0 0.23, a21boi_0 0.13
buf_4 0.19, nor4b_1 0.28, clkdlybuf4s50_1 0.52
==> kinds of logic after synthesis <==
logic type               count (synthesis)  share of synthesized area (%)
adder cells (fa/ha/maj)                 13                           5.48
flip-flops                              40                           32.1
AND/OR/NAND/NOR                        139                           26.8
AND-OR/OR-AND                           58                           14.2
buffers and inverters                   61                           11.5
XOR/XNOR                                21                           6.20
multiplexers                            11                           3.71
Power is estimated from default activity; no workload was simulated.
